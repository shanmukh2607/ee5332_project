==> flow/design.v <==
module IPU(
  	output reg signed [31:0] out00,
  	output reg signed [31:0] out01,
  	output reg signed [31:0] out10,
  	output reg signed [31:0] out11,
  	input [31:0] x4k,
	input [31:0] x4k1,
	input [31:0] x4k2,
	input [31:0] x4k3,
    input [31:0] x4k4,
    input [31:0] x4k5,
    input [31:0] x4k6,
  	input [31:0] w1,
	input [31:0] w2,
	input [31:0] w3,
	input [31:0] w4,
  	input clk,
  	input reset
);
  wire signed [31:0] out00_wire, out01_wire, out10_wire,out11_wire;	
  IPC i00 (.out(out00_wire),.x1(x4k),.x2(x4k1),.x3(x4k2),.x4(x4k3),.w1(w1),.w2(w2),.w3(w3),.w4(w4),.clk(clk),.reset(reset));
  IPC i01 (.out(out01_wire),.x1(x4k1),.x2(x4k2),.x3(x4k3),.x4(x4k4),.w1(w1),.w2(w2),.w3(w3),.w4(w4),.clk(clk),.reset(reset));
  IPC i02 (.out(out10_wire),.x1(x4k2),.x2(x4k3),.x3(x4k4),.x4(x4k5),.w1(w1),.w2(w2),.w3(w3),.w4(w4),.clk(clk),.reset(reset));
  IPC i03 (.out(out11_wire),.x1(x4k3),.x2(x4k4),.x3(x4k5),.x4(x4k6),.w1(w1),.w2(w2),.w3(w3),.w4(w4),.clk(clk),.reset(reset));
  always@(*)begin
    case(reset)
      1'b1: begin
        out00 = 0;
        out01 = 0;
        out10 = 0;
        out11 = 0;        
      end
      1'b0: begin
        out00 = out00_wire;
        out01 = out01_wire;
        out10 = out10_wire;
        out11 = out11_wire;    
      end
    endcase
  end
endmodule
module IPC(
	output reg signed [31:0] out,
	input [31:0] x1,
	input [31:0] x2,
	input [31:0] x3,
	input [31:0] x4,
	input [31:0] w1,
	input [31:0] w2,
	input [31:0] w3,
	input [31:0] w4,
	input clk,
	input reset
);
	reg signed [31:0] p1,p2;
  	wire signed [31:0] p1_wire, p2_wire;
    always@(*)begin
      case(reset)
        1'b1: begin
          p1 = 0;
          p2 = 0; 
          end
        1'b0: begin
          p1 = x1*w1+x2*w2;
          p2 = x3*w3+x4*w4;
        end
      endcase
    end
    assign p1_wire = p1;
    assign p2_wire = p2;
    always@(*)begin
      case(reset)
        1'b1: out = 0;
        1'b0: begin
          out = (p1_wire+p2_wire);
        end
      endcase
    end
endmodule
module fir4x(
	output reg signed [31:0] y4k,
	output reg signed [31:0] y4k1,
	output reg signed [31:0] y4k2,
	output reg signed [31:0] y4k3,
	input [31:0] x4k,
	input [31:0] x4k1,
	input [31:0] x4k2,
	input [31:0] x4k3,
	input clk,
	input reset
);
    reg signed [31:0] x4k4,x4k5,x4k6;
	wire signed [31:0] x4k4_wire,x4k5_wire,x4k6_wire;
    wire signed [31:0] h0_wire,h1_wire,h2_wire,h3_wire;
    wire signed [31:0] h4_wire,h5_wire,h6_wire,h7_wire;
    wire signed [31:0] h8_wire,h9_wire,h10_wire,h11_wire;
    wire signed [31:0] h12_wire,h13_wire,h14_wire,h15_wire;
	wire signed [31:0] out0000,out0010,out0001,out0011;
	wire signed [31:0] out0100,out0110,out0101,out0111;
	wire signed [31:0] out1000,out1010,out1001,out1011;
	wire signed [31:0] out1100,out1110,out1101,out1111;
    assign h0_wire = 11; assign h1_wire = 24; assign h2_wire = 48; assign h3_wire = 83;
    assign h4_wire = 130; assign h5_wire = 181; assign h6_wire = 226; assign h7_wire = 252;
    assign h8_wire = 252; assign h9_wire = 226; assign h10_wire = 181; assign h11_wire = 130;
    assign h12_wire = 83; assign h13_wire = 48; assign h14_wire = 24; assign h15_wire = 11;
	assign x4k4_wire = x4k4;
	assign x4k5_wire = x4k5;
	assign x4k6_wire = x4k6;
	always @(posedge clk) begin
      case(reset)
        1'b1:begin
          x4k4 <= 0;
		  x4k5 <= 0;
		  x4k6 <= 0;
        end
        1'b0:begin
          x4k4 <= x4k;
          x4k5 <= x4k1;
          x4k6 <= x4k2;
        end
      endcase
	end
  IPU i0 (.out00(out0000),.out01(out0001),.out10(out0010),.out11(out0011),
          .x4k(x4k),.x4k1(x4k1),.x4k2(x4k2),.x4k3(x4k3),
           .x4k4(x4k4_wire),.x4k5(x4k5_wire),.x4k6(x4k6_wire),
          .w1(h0_wire),.w2(h1_wire),.w3(h2_wire),.w4(h3_wire),
           .clk(clk),.reset(reset));
  IPU i1 (.out00(out0100),.out01(out0101),.out10(out0110),.out11(out0111),
          .x4k(x4k),.x4k1(x4k1),.x4k2(x4k2),.x4k3(x4k3),
           .x4k4(x4k4_wire),.x4k5(x4k5_wire),.x4k6(x4k6_wire),
          .w1(h4_wire),.w2(h5_wire),.w3(h6_wire),.w4(h7_wire),
          .clk(clk),.reset(reset));
  IPU i2 (.out00(out1000),.out01(out1001),.out10(out1010),.out11(out1011),
          .x4k(x4k),.x4k1(x4k1),.x4k2(x4k2),.x4k3(x4k3),
           .x4k4(x4k4_wire),.x4k5(x4k5_wire),.x4k6(x4k6_wire),
          .w1(h8_wire),.w2(h9_wire),.w3(h10_wire),.w4(h11_wire),
          .clk(clk),.reset(reset));
  IPU i3 (.out00(out1100),.out01(out1101),.out10(out1110),.out11(out1111),
          .x4k(x4k),.x4k1(x4k1),.x4k2(x4k2),.x4k3(x4k3),
           .x4k4(x4k4_wire),.x4k5(x4k5_wire),.x4k6(x4k6_wire),
          .w1(h12_wire),.w2(h13_wire),.w3(h14_wire),.w4(h15_wire),
          .clk(clk),.reset(reset));
	reg [31:0] PAU00,PAU01,PAU02;
	reg [31:0] PAU10,PAU11,PAU12;
	reg [31:0] PAU20,PAU21,PAU22;
	reg [31:0] PAU30,PAU31,PAU32;
  always @(posedge clk) begin
      case(reset)
        1'b1:begin
          PAU00 <= 0;
          PAU01 <= 0;
          PAU02 <= 0;
          y4k <= 0;
          PAU10 <= 0;
          PAU11 <= 0;
          PAU12 <= 0;
          y4k1 <= 0;
          PAU20 <= 0;
          PAU21 <= 0;
          PAU22 <= 0;
          y4k2 <= 0;
          PAU30 <= 0;
          PAU31 <= 0;
          PAU32 <= 0;
          y4k3 <= 0;         
        end
        1'b0: begin
          PAU00 <= out1100;
          PAU01 <= PAU00 + out1000;
          PAU02 <= PAU01 + out0100;
          y4k <= PAU02 + out0000;  
          PAU10 <= out1101;
          PAU11 <= PAU10 + out1001;
          PAU12 <= PAU11 + out0101;
          y4k1 <= PAU12 + out0001;  
          PAU20 <= out1110;
          PAU21 <= PAU20 + out1010;
          PAU22 <= PAU21 + out0110;
          y4k2 <= PAU22 + out0010;  
          PAU30 <= out1111;
          PAU31 <= PAU30 + out1011;
          PAU32 <= PAU31 + out0111;
          y4k3 <= PAU32 + out0011;  
        end
      endcase
	end
endmodule
==> flow/run.sh <==
#!/bin/bash
# OpenROAD 26Q1-2900-gdf79404cd8, Yosys 0.63+post, stock flow scripts
make -C /OpenROAD-flow-scripts/flow DESIGN_CONFIG=/design/flow/config.mk WORK_HOME=/design/flow/orfs finish
==> flow/config.mk <==
export PLATFORM = sky130hd
export DESIGN_NAME = fir4x
export DESIGN_NICKNAME = fir4x
export VERILOG_FILES = /design/flow/design.v
export SDC_FILE = /design/flow/constraint.sdc
export NUM_CORES = 4
export LEC_CHECK = 1
export CORE_UTILIZATION = 40
==> flow/constraint.sdc <==
current_design fir4x

set clk_period 33.9
set clk_io_pct 0.2

create_clock -name clk0 -period $clk_period [get_ports {clk}]

set non_clock_inputs [all_inputs -no_clocks]
set_input_delay [expr $clk_period * $clk_io_pct] -clock clk0 $non_clock_inputs
set_output_delay [expr $clk_period * $clk_io_pct] -clock clk0 [all_outputs]
==> ci_impl_report.md <==
### Yosys + OpenROAD results

| Metric | Value |
|---|---|
| Run status | `complete, but fails checks` |
| Violations in the final reports | `max-capacitance violations, max-slew violations` |
| Netlist cell types | `120` |
| Period utilisation layout | `54.67%` |
| Register area share after synthesis | `6.291%` |
| Cell count listed in synth_stat.txt | `23662` |
| Pin slew with the least headroom to its limit | `1547 ps` |
| Main area contributors after synthesis | `ha_1 (23%), fa_1 (20%), inv_1 (7.7%)` |
| Category of the worst setup path launch point | `input pin` |
| Setup repair bufs after CTS | `0` |
| Slowest stage delay, CP | `760 ps` |
| Buffer levels on the longest clock path | `4` |
| Area share of the largest cell type after synthesis | `23.46%` |
| Most frequently used cell type in the post-synthesis netlist | `inv_1` |
| Area added between synthesis and finish | `9.671%` |
| Cts repair resizes | `0` |
| Data required, critical path | `34650 ps` |
| Number of DRC violations after detailed routing | `0` |
| Area enclosed by the die boundary | `486500 µm²` |
| Number of flops mapped to enable cells by yosys | `0` |
| CP most frequent cell | `a21oi_1` |
| Total iterations of the first detailed-routing run | `6` |
| GPL Wtd Cong | `1.077` |
| XOR/XNOR Fraction of Synth Area | `10.25%` |
| Area fraction in full adders, half adders and majority gates | `43.68%` |
| Iteration-0 DRC count of the detailed router | `9880` |
| RSZ-0062 raised after global routing | `no` |
| Num CTS Buffers | `105` |
| Chip height | `697.5 µm` |
| Mux contribution to synthesized area | `0.02263%` |
| Global-route congestion overflow total | `0` |
| Number of pins exceeding their max-slew limit in the final report | `4` |
| CTS tree | `built` |
| Total negative slack for setup checks | `0 ps` |
| Instance area after placement | `208400 µm²` |
| Crit. End Element | `flip-flop` |
| Most common flop cell mapped by yosys | `dfxtp_1` |
| Top cell types by occurrence after synthesis | `inv_1 (3961), ha_1 (3628), nor2_1 (2595)` |
| Fraction of layout cells with a size suffix above 1 | `4.548%` |
| Worst reg2reg path endpoint | `PAU32[31]` |
| Detail-routed net length per standard cell | `29.03 µm` |
| Pin count of the biggest net entering global routing | `97` |
| Post-cts hold buffer count | `0` |
| Number of setup violations in the final report | `0` |
| Number of warning messages in the logs | `59` |
| Chip area in the Yosys report | `193500 µm²` |
| Origin of the worst min-delay path | `PAU30[0]` |
| Slew Limit Headroom | `-4.451%` |
| Total of warnings raised by yosys | `3` |
| Async set-reset flop share out of synthesis | `0%` |
| Arr. time, crit path | `19280 ps` |
| Worst r2r path cells | `44` |
| Basic-gate share of the synthesized area counting and, or, nand and nor cells | `14.01%` |
| All-Layer GR Usage | `38.08%` |
| Classification of the worst-slack hold path | `reg -> reg` |
| Number of storage elements in the synthesis netlist | `608` |
| Total via count after detailed routing | `172099` |
| Setup Slack @ Placement | `14680 ps` |
| Number of antenna violations at the first check in global routing | `114` |
| Number of cells traversed by the worst hold path | `2` |
| Buffer type at the clock tree root | `clkbuf_16` |
| Peak fanout along the critical path | `7` |
| Remaining antenna violation count after routing | `0` |
| Highest achievable clock rate | `53.95 MHz` |
| First-pass GRT wire length | `1251 mm` |
| Min Clock Period, post-route | `18530 ps` |
| Endpoint with the worst hold slack | `PAU31[0]` |
| Final design area excluding fillers | `212200 µm²` |
| Drt via density | `5.549` |
| Slowest-stage cell, CP | `ha_1` |
| IO Pins | `258` |
| Clock skew after layout | `95.88 ps` |
| WS Path Type | `in -> reg` |
| Synthesized cell area | `193500 µm²` |
| Maximum capacitance violations | `1` |
| Number of levels in the clock H-tree | `3` |
| Wire length after detailed routing | `900.5 mm` |
| Worst setup margin | `15370 ps` |
| Final Hold Violation Tally | `0` |
| # rows | `255` |
| Largest family of logic cells by area | `adder cells` |
| Slack of the worst reg-to-reg path | `21100 ps` |
| Horizontal extent of the die | `697.5 µm` |
| Cell type with the largest total area after synthesis | `ha_1` |
| Startpoint of the lowest-slack register-to-register path | `x4k4[2]` |
| Number of I/O port buffers | `257` |
| Average cell area after synthesis | `8.177 µm²` |
| Init Core Util | `40.14%` |
| Aoi share | `17.62%` |
| Clock Pin Slew Worst Setup and Hold Paths | `60 ps` |
| Number of global-route vias before repair | `177598` |
| Standard cell core area | `482100 µm²` |
| HPWL Detailed | `790.3 mm` |
| Post-synthesis cell count | `23662` |
| Latency at later pin | `960 ps` |
| Number of clock sinks | `608` |
==> routing by layer <==
metal / part of all wire, % / global-route usage [%]
met1: 36 / 43.19
met2: 47 / 62.08
met3: 10 / 14.61
met4: 7.1 / 20.66
met5: 0.071 / 0.2059
==> state kept, by name, summed over array words and instances (netlist names) <==
| signal | count |
|---|---|
| y4k | 32 |
| x4k5 | 32 |
| PAU01 | 32 |
| y4k2 | 32 |
| PAU20 | 32 |
| PAU21 | 32 |
| x4k6 | 32 |
| PAU32 | 32 |
| x4k4 | 32 |
| PAU00 | 32 |
| PAU31 | 32 |
| PAU10 | 32 |
| PAU02 | 32 |
| PAU12 | 32 |
| y4k1 | 32 |
| y4k3 | 32 |
| PAU11 | 32 |
| PAU30 | 32 |
| PAU22 | 32 |
==> cell usage in the layout, fill, tap and decap left out, types with 33 or more instances in the layout <==
cell type,synthesis,layout
a2111oi_0,46,37
a211o_1,65,65
a211oi_1,210,207
a21boi_0,106,106
a21o_1,761,761
a21oi_1,1561,1560
a31o_2,51,51
a31oi_1,141,140
and2_1,141,141
and3_1,207,207
and4_1,37,37
buf_4,0,631
clkbuf_16,0,105
clkdlybuf4s50_1,0,256
dfxtp_1,608,606
diode_2,0,78
fa_1,1954,1954
ha_1,3628,3628
inv_1,3961,3961
nand2_1,812,812
nand2b_1,339,339
nand3_1,278,278
nand4_1,77,77
nor2_1,2595,2593
nor2b_1,445,444
nor3_1,517,515
nor4_1,44,44
o2111ai_1,38,38
o211ai_1,69,69
o21a_1,358,358
o21ai_0,957,956
o21ai_1,63,64
o21bai_1,247,247
o31a_1,52,52
o31ai_1,57,57
o41ai_1,35,33
or2_2,87,87
or3_1,128,128
xnor2_1,1356,1332
xor2_1,850,838
==> through the flow <==
step                      util (%)  hold WS, ps  cells
after global placement       43.24        547.3  30753
after global routing         43.98        597.1  30951
after CTS                    43.98        569.1  30939
after floorplan                  -        536.5  23662
final                        44.02        564.9  31017
after detailed placement     43.24        555.4  30753
==> layout make-up <==
cell class | instances | area [µm²]
diodes | 78 | 195.2
clock inverters | 60 | 703.2
repair buffers | 891 | 7387
inverters | 3962 | 14880
clock buffers | 126 | 2856
fillers | 48144 | 269900
multi-input cells | 18867 | 166000
well taps | 6425 | 8039
flip-flops and latches | 608 | 12170
==> kinds of logic (layout without fill, tap and decap cells) <==
logic type / after synthesis / in the layout
AND/OR/NAND/NOR: 5807 / 5807
adder cells (fa/ha/maj): 5582 / 5582
AND-OR/OR-AND: 5244 / 5244
buffers and inverters: 4187 / 5039
XOR/XNOR: 2230 / 2230
flip-flops: 608 / 608
multiplexers: 4 / 4
other: 0 / 78
==> worst max-delay path: cells and delay by family <==
kind / cells / cell delay (ps)
simple gates: 8 / 1430
compound gates: 23 / 5980
xor+xnor: 3 / 460
buf+inv: 5 / 1170
fa+ha+maj: 8 / 3450
==> worst max-delay path by stage <==
| stage | start | to | slack (ps) |
|---|---|---|---|
| global route | x4k2[0] | PAU12[31] | 14940 |
| finish | x4k2[0] | PAU12[31] | 15370 |
| CTS | x4k2[0] | PAU12[31] | 15570 |
